`./run.sh`:
```
#!/bin/bash
# OpenROAD 26Q1-2900-gdf79404cd8, Yosys 0.63+post, stock flow scripts
make -C /OpenROAD-flow-scripts/flow DESIGN_CONFIG=/design/flow/config.mk WORK_HOME=/design/flow/orfs finish
```
`./config.mk`:
```
export PLATFORM = sky130hd
export DESIGN_NAME = draw_board_datapath
export DESIGN_NICKNAME = draw_board_datapath
export VERILOG_FILES = /design/flow/design.v
export SDC_FILE = /design/flow/constraint.sdc
export NUM_CORES = 4
export LEC_CHECK = 1
export CORE_UTILIZATION = 50
```
`./constraint.sdc`:
```
current_design draw_board_datapath

set clk_period 3.9
set clk_io_pct 0.2

create_clock -name clk0 -period $clk_period [get_ports {clk}]

set non_clock_inputs [all_inputs -no_clocks]
set_input_delay [expr $clk_period * $clk_io_pct] -clock clk0 $non_clock_inputs
set_output_delay [expr $clk_period * $clk_io_pct] -clock clk0 [all_outputs]
```
`./design.v`:
```
module char_decoder(
        output reg [255:0] OUT,
        input [3:0] IN
    );
    always @(*)
    begin
        case(IN[3:0])
                4'd1:  OUT = {{16{1'b0}}, {16{1'b0}}, {16{1'b0}}, 160'b0000000000100000_0000000000100000_0000000000100000_0000000000100000_0000000000100000_0000000000100000_0000000111100000_0000000000100000_0000000000100000_0000011111100000, {16{1'b0}}, {16{1'b0}}, {16{1'b0}}};  
                4'd2:  OUT = {{16{1'b0}}, {16{1'b0}}, {16{1'b0}}, 160'b0000011111100000_0000100000100000_0000100000100000_0000100000100000_0000100000100000_0000011111100000_0000001000100000_0000001000100000_0000001000100000_0000000111100000, {16{1'b0}}, {16{1'b0}}, {16{1'b0}}};  
                4'd3:  OUT = {{16{1'b0}}, {16{1'b0}}, {16{1'b0}}, 160'b0000001111000000_0000010000100000_0000010000000000_0000010000000000_0000010000000000_0000001111000000_0000000000100000_0000000000100000_0000010000100000_0000001111000000, {16{1'b0}}, {16{1'b0}}, {16{1'b0}}};  
                4'd4:  OUT = {{16{1'b0}}, {16{1'b0}}, {16{1'b0}}, 160'b0000011111100000_0000000000100000_0000000001000000_0000000010000000_0000000100000000_0000001000000000_0000010000000000_0000010000000000_0000010000100000_0000001111000000, {16{1'b0}}, {16{1'b0}}, {16{1'b0}}};  
                4'd5:  OUT = {{16{1'b0}}, {16{1'b0}}, {16{1'b0}}, 160'b0000001111000000_0000010000100000_0000010000000000_0000010000000000_0000010000000000_0000001110000000_0000010000000000_0000010000000000_0000010000100000_0000001111000000, {16{1'b0}}, {16{1'b0}}, {16{1'b0}}};  
                4'd6:  OUT = {{16{1'b0}}, {16{1'b0}}, {16{1'b0}}, 160'b0000000111000000_0000001000000000_0000010000000000_0000010000000000_0000011111000000_0000010000100000_0000010000100000_0000010000100000_0000010000100000_0000001111000000, {16{1'b0}}, {16{1'b0}}, {16{1'b0}}};  
                4'd7:  OUT = {{16{1'b0}}, {16{1'b0}}, {16{1'b0}}, 160'b0000111100111000_0001000010010000_0001000010010000_0001000010010000_0001000010010000_0001000010010000_0001000010010000_0001000010010000_0001000010011000_0000111100010000, {16{1'b0}}, {16{1'b0}}, {16{1'b0}}};  
                4'd8:  OUT = {{16{1'b0}}, {16{1'b0}}, {16{1'b0}}, 160'b0000000000100000_0000000000100000_0000000000100000_0000000000100000_0000000000100000_0000011111100000_0000010000100000_0000010000100000_0000010000100000_0000011111100000, {16{1'b0}}, {16{1'b0}}, {16{1'b0}}};  
                4'd9:  OUT = {{16{1'b0}}, {16{1'b0}}, {16{1'b0}}, 160'b0000000111000000_0000000010000000_0000000010000000_0000000010000000_0000000010000000_0000000010000000_0000000010000000_0000000010000000_0000000000110000_0000000010000000, {16{1'b0}}, {16{1'b0}}, {16{1'b0}}};  
                4'd10: OUT = {{16{1'b0}}, {16{1'b0}}, {16{1'b0}}, 160'b0000111011100000_0001000100010000_0001000100010000_0001000100010000_0001000100010000_0001000000010000_0001000000010000_0001000000010000_0001000000010000_0001000000010000, {16{1'b0}}, {16{1'b0}}, {16{1'b0}}};  
                4'd11: OUT = {{16{1'b0}}, {16{1'b0}}, {16{1'b0}}, 160'b0000000111000000_0000000010000000_0000000010000000_0000000010000000_0000000010000000_0000000010000000_0000000010000000_0000000010000000_0000000010000000_0000000111000000, {16{1'b0}}, {16{1'b0}}, {16{1'b0}}};  
                4'd12: OUT = {{16{1'b0}}, {16{1'b0}}, {16{1'b0}}, 160'b0000010000100000_0000011000100000_0000011000100000_0000010100100000_0000010100100000_0000010010100000_0000010010100000_0000010001100000_0000010001100000_0000010000100000, {16{1'b0}}, {16{1'b0}}, {16{1'b0}}};  
                default: OUT = {256{1'b0}};  
        endcase
    end
endmodule
module draw_board_datapath(
    input clk,
	input write,
	input update_x_y,
	output reg [2:0] colour,
    output reg [7:0] x,
    output reg [6:0] y, 
    output reg plot,
	output reg [14:0] long_counter,
	output reg [7:0] counter,
	input [2:0] raw_x,
	input [2:0] raw_y,
	inout reg [5:0] x_y_pos,  
	input [2:0] current_phase,
	input [2:0] mouse_x,
	input [2:0] mouse_y,
	input [5:0] draw_value,
	input turn_player
    );
	wire [255:0] unit_pixels;
	char_decoder c_d1(
		.OUT(unit_pixels[255:0]),
		.IN(draw_value[4:0])
	);
    always@(posedge clk) begin
		if (update_x_y) begin
			x_y_pos = x_y_pos + 1'b1; 
		end
		else if (write) begin
			case(draw_value[4:0])
				5'b11000: begin  
					x <= long_counter[7:0];
					y <= long_counter[14:8];
					colour <= 3'b111;
					plot <= 1'b1;
					long_counter <= long_counter + 1'b1;
				end
				5'b11100: begin  
					x <= 8'd138 + counter[3:0];
					y <= 4'd30 + counter[7:4];
					colour <= turn_player ? 3'b100 : 3'b001;
					plot <= 1'b1;
					counter <= counter + 1'b1;
				end
				5'b00000: begin  
					x <= 1'b1 + x_y_pos[2:0]*5'd17 + counter[3:0];
					y <= 1'b1 + x_y_pos[5:3]*5'd17 + counter[7:4];
					plot <= 1'b1;
					if ((raw_x[2:0] == x_y_pos[2:0]) && (raw_y[2:0] == x_y_pos[5:3]))
						colour <= 3'b101;
					else
						colour <= 3'b000;
					counter <= counter + 1'b1;
				end
				5'b11111: begin  
					x <= 1'b1 + x_y_pos[2:0]*5'd17 + counter[3:0];
					y <= 1'b1 + x_y_pos[5:3]*5'd17 + counter[7:4];
					colour <= 3'b111;
					plot <= 1'b1;
					counter <= counter + 1'b1;
				end
				default: begin
						x <= 1'b1 + x_y_pos[2:0]*5'd17 + counter[3:0];
						y <= 1'b1 + x_y_pos[5:3]*5'd17 + counter[7:4];
						plot <= 1'b1;
					if ((current_phase[2:0] == 3'd3) && (mouse_x[2:0] == x_y_pos[2:0]) && (mouse_y[2:0] == x_y_pos[5:3]))
						colour <= (unit_pixels[counter[3:0]+16*counter[7:4] +: 1] && draw_value[5:5] == turn_player) ? 3'b111 : 3'b010;
					else if ((raw_x[2:0] == x_y_pos[2:0]) && (raw_y[2:0] == x_y_pos[5:3]))
						colour <= (unit_pixels[counter[3:0]+16*counter[7:4] +: 1] && draw_value[5:5] == turn_player) ? 3'b111 : (draw_value[5:5] ? 3'b110 : 3'b011);
					else
						colour <= (unit_pixels[counter[3:0]+16*counter[7:4] +: 1] && draw_value[5:5] == turn_player) ? 3'b111 : (draw_value[5:5] ? 3'b100 : 3'b001);
					counter <= counter + 1'b1;
				end
			endcase
		end
	end
endmodule
```
==> run summary <==
run results: status stopped before the end, Last stage clock tree synthesis, Stop Error [error] [KeplerFormal.cpp:679] Workflow failed: Iso has multiple drivers: .x_y_pos5, x_y_pos[5]$_DFFE_PP_.Q0, CTS Buf Count 5, # port buffers around 65, Synth Cell Area 4297 µm², die x size 94.70 µm, row cnt 33, cts hold-fix bufs 0, I/O Pins 73, post-CTS sizing 0, post-CTS setup repair buffer count 0, Clock Tree Root clkbuf_8, clk sinks 47, Post-DP HPWL 8829 µm, gpl congestion 1.011, Synth Register Bits 47, Post-synth top cells 47 x edfxtp_1, 41 x nand2_1, 28 x ha_1, asr flop ratio synth 0, die y size 94.70 µm, post-synth top area share 0.3285, main flop type edfxtp_1, Synth Warn # 4, YS chip area 4297 µm², Mean Syn Cell Area 9.142 µm², Top cells by area edfxtp_1 33%, ha_1 8.2%, xnor2_1 5.3%, ys cells approximately 470, Distinct lib cells used about 70, Post-synth seq share 0.3285, Yosys top cell by instances edfxtp_1, cells after synthesis 470, Longest Clk Path Bufs 2, cell taking the most area after synthesis edfxtp_1, Post-synth EDFFs around 47, Place WS 0.08967 ns, fp util 0.5203, H-tree depth 2
-- metrics by stage --
| stage | instance area (µm²) | cells | hold slack (ns) |
|---|---|---|---|
| after detailed placement | 5017 | 616 | 0.6035 |
| after global placement | 5017 | 616 | 0.5987 |
| after floorplan | 4297 | 470 | 0.5443 |
-- cell families after synthesis --
kind of cell,synth area share
xor gates and xnor gates,0.09581
AOI/OAI and AO/OA,0.1966
other,0.0008728
muxes,0.02883
adders and majority gates,0.1002
and+or+nand+nor,0.1893
buffers and inverters,0.05999
DFF,0.3285
