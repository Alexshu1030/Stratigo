`design/flow/config.mk`:
```
export PLATFORM = sky130hd
export DESIGN_NAME = control
export DESIGN_NICKNAME = control
export VERILOG_FILES = /design/flow/design.v
export SDC_FILE = /design/flow/constraint.sdc
export NUM_CORES = 4
export LEC_CHECK = 1
export CORE_AREA = 10 10 262 262
export DIE_AREA = 0 0 272 272
```
`design/flow/constraint.sdc`:
```
current_design control

set clk_period 26.2
set clk_io_pct 0.2

create_clock -name clk0 -period $clk_period [get_ports {clk}]

set non_clock_inputs [all_inputs -no_clocks]
set_input_delay [expr $clk_period * $clk_io_pct] -clock clk0 $non_clock_inputs
set_output_delay [expr $clk_period * $clk_io_pct] -clock clk0 [all_outputs]
```
`design/flow/design.v`:
```
module control(
	input clk, 
	input resetn,
	input go, 
	input back,
	output [11:0]ledr, 
		input [5:0] piece,
		output reg [2:0]current_phase,
		output reg [1:0]command,
		input win_flag,
		output reg turn_player,
		input [384:0] board,
		input [2:0] raw_x,
		input [2:0] raw_y,
		input [2:0] mouse_x,
		input [2:0] mouse_y
	);		
	reg [2:0] next_phase;
	reg temp;  
	reg [384:0] pos;
	localparam
		C_CAPTURE = 2'b00,
		C_DIE	= 2'b01,
		C_TRADE= 2'b10;
	localparam
		U_F	=5'b00001,
		U_B	=5'b00010,
		U_S	=5'b00011,
		U_2 =5'b00100,
		U_3	=5'b00101,
		U_9	=5'b00110,
		U_10=5'b00111,
		U_P = 5'b01000,
		U_1 = 5'b01001,
		U_W = 5'b01010,
		U_I = 5'b01011,
		U_N = 5'b01100,
		U_BLANK = 6'b000000,
		U_NMOVE = 6'b111111;
	localparam
			S_P1_START = 3'd0,
			S_P2_START = 3'd1,
			S_TURN =  3'd2,
			S_MOVE =  3'd3,
			S_CAP =   3'd4,
			S_CAP2 =  3'd5,
			S_STATE1 =  3'd6,
			S_DEAD =   3'd7,
			S_LOAD_X = 			4'd7,
			S_LOAD_X_WAIT = 	4'd1,
			S_LOAD_Y = 			4'd2,
			S_LOAD_Y_WAIT = 	4'd3,
			S_LOAD_COLOUR = 	4'd4,
			S_LOAD_COLOUR_WAIT =4'd5,
			S_LOAD_COLOUR2 = 	4'd6,
			S_LOAD_COLOUR2_WAIT=4'd7,
			S_CYCLE_0 = 		4'd8,
			S_START =			4'd0;
	assign ledr[2:0] = current_phase;
	assign ledr[3:3] = turn_player;
	always @(posedge clk)
	begin
		pos <= (raw_x[2:0] + raw_y[2:0] * 4'd8) * 4'd6;
		case (current_phase)
			S_P1_START: 
			begin
				next_phase <= (piece >= 6'b001010) ? S_P2_START : S_P1_START; 
			end
			S_P2_START: 
			begin
				next_phase <= (piece >= 6'b010100) ? S_STATE1 : S_P2_START; 
				turn_player	<= 1'b1;
			end
			S_TURN: 	
			begin
				next_phase <= S_TURN;
				if (go)
							begin
							next_phase <= S_MOVE;		
							end
			end
			S_MOVE: begin			
				if (back)
					next_phase <= S_TURN;
				else if (go) begin
					if ((raw_x[2:0] > mouse_x ? raw_x[2:0] - mouse_x : mouse_x - raw_x[2:0]) + (raw_y[2:0] > mouse_y ? raw_y[2:0] - mouse_y : mouse_y - raw_y[2:0]) == 1'b1)
					begin	
						if (board[ pos+:6] == 6'b000000) begin
							command <= C_CAPTURE;
							next_phase <=S_CAP;
						end
						else if (board[ pos+:6] != 6'b111111 && board[ pos+:1] != turn_player) 
						begin
							next_phase <=S_CAP;
							if (board[ (mouse_x + mouse_y * 4'd8) * 4'd6+1 +:5] == board[ pos+1 +:5])
							begin
								command <= C_TRADE;
							end
							else if (board[ pos+1 +:5] == U_B)
								command <= C_DIE;
							else if (board[ pos+1 +:5] == U_F) begin
								command <= C_CAPTURE;
							end
							else if (board[ pos+1 +:5] == U_S)begin
								command <= C_CAPTURE;
							end
							else if (board[ (mouse_x + mouse_y * 4'd8) * 4'd6+1 +:5] == U_3 && board[ pos+1 +:5] == U_B)
							begin
								command <= C_CAPTURE;
							end
							else if (board[ (mouse_x + mouse_y * 4'd8) * 4'd6+1 +:5] == U_S && board[ pos+1 +:5] == U_10)
							begin
								command <= C_CAPTURE;
							end
							if (board[ (mouse_x + mouse_y * 4'd8) * 4'd6+1 +:5] > board[ pos+ 1 +:5])
							begin
								command <= C_CAPTURE;
							end
							else
								command <= C_DIE;
						end
					end
				end
				else next_phase <= S_MOVE;
			end
			S_CAP: next_phase <= S_CAP2;
			S_CAP2: 
				begin 
				next_phase <= S_TURN;
					if (turn_player == 1'b0)
						turn_player <= 1'b1;
					else
						turn_player <= 1'b0;
				end
		endcase
		if (!resetn) begin
			current_phase <= S_TURN;
			next_phase <= S_TURN;
			end
		else begin
			current_phase <= next_phase;
			end
	end
endmodule
```
`design/flow/run.sh`:
```
#!/bin/bash
# OpenROAD 26Q1-2900-gdf79404cd8, Yosys 0.63+post, stock flow scripts
make -C /OpenROAD-flow-scripts/flow DESIGN_CONFIG=/design/flow/config.mk WORK_HOME=/design/flow/orfs finish
```
==> results.yml <==
# generated from flow reports
clocking:
  cts_hold_buf: 0
  path_clk_slew_ps: 50
  cts-root-buf: "clkbuf_16"
  h-tree-depth: 1
  cts_buffers: 3
  post_cts.repair.setup_buffers: 0
  clock.latency.late_pin_ps: 250
  cts_sinks: 16
  cts_tree: "done"
  clockBufferDepth: 2
  cts_resized: 0
grt:
  grt_max_degree: 94
  grt_pass1_vias: 14280
  grt-ovfl-total: 0
  grt_usage: 0.1943
  grt_pass1_wl_um: 102700
  antenna_found_initial: 20
setup_path:
  path_class: "in -> reg"
  crit_chain: "clkdlybuf4s50_1 -> clkinv_1 -> ha_1 -> a21oi_1 -> a31oi_1 -> mux2i_1 -> fa_1 -> xor2_1 -> xnor2_1 -> xnor2_1 -> xnor2_1 -> a211o_1 -> a211oi_1 -> a21oi_1 -> mux2_1"
  endpoint_kind: "flip-flop"
  max_stage_delay_ps: 610
  crit_top_cell: "xnor2_1"
  arrival_ps: 9480
  worstPathRequired_ps: 26330
  slowest_stage: "ha_1"
  critPathTopFamily: "AND-OR/OR-AND gates"
  cp_num_buf_inv: 2
  path_max_fanout: 6
  worstSetupStartpointType: "input port"
layout:
  syn2layout_area_growth_pct: 37.10
  utilization: 0.2854
  design_area_sq_um: 17970
  drive_above_1_share: 0.3047
  fillers: 6406
floorplan:
  fp-row-count: 92
  die_h_um: 272
  die_x_um: 272
  core_sq_um: 62970
  die-area_sq_um: 73980
  io_pins: 426
  fp-utilization: 0.2081
synthesis:
  synthDistinctLibCells: 71
  synth_area_sq_um: 13110
  postSynth.asyncResetShare: 0
  yosys_area_sq_um: 13110
  syn_area_per_cell_sq_um: 12.29
  postSynthSeqShare: 0.02597
  synth-edff-count: 2
  synth_flop_count: 16
  yosys_most_used_dff: "dfxtp_1"
  ys_cells: 1066
  syn_inst: 1066
  yosys_warnings: 9
flow_run:
  max_cap_violations: 0
  warnings: 35
placed_design:
  dp_hpwl_um: 58170
  io_buffers: 414
  dpl-instance-area_sq_um: 17860
  gp_congestion: 0.9583
sta:
  slew_viol_final: 0
  fin_skew_ps: 4.310
  slew_headroom: 0.4643
  tns_ps: 0
  worst_pin_slew_ps: 801.9
  fin_crit_sh: 0.3569
  holdWs_ps: 437.4
  max_freq_mhz: 106.9
  timing.final.hold_violations: 0
  setup_viol: 0
  rsz0062_at_grt: "false"
  min_period_ps: 9350
route:
  wire_per_inst_um: 31.72
  via_per_inst: 5.721
  detail-route-antenna-nets: 0
  drt_iter0_markers: 889
  totalWireLength_um: 71380
  drcViolationCount: 0
  first_pass_iters: 5
  routed-via-count: 12870
power_and_ir_drop:
  powerDensity_nw_per_um2: 31.50
  p_leak_uw: 0.006054
  ir_drop_mv: 0.01929
  fin_total_pwr_uw: 566.0
status:
  status: "finished clean"
hold_path:
  hold_path.class: "reg -> reg"
-- synthesized netlist by cell type (24+ instances only) --
master    instances  area (sq um)
mux4_2          344          7747
ha_1             24         300.3
buf_4            27         202.7
nand2_1          51         191.4
nor2_1           28         105.1
a21oi_1          37         185.2
mux2i_1         114          1141
o22ai_1          24         150.1
buf_2            31         155.2
clkbuf_1         43         161.4
inv_1            26         97.59
-- cell type report --
cell class              count  area [sq um]  area share
multi-input cells         890         11870      0.6606
flip-flops and latches     16         356.6     0.01985
clock buffers               4         88.84    0.004944
well taps                 846          1059     0.05891
diodes                      9         22.52    0.001253
inverters                  30         112.6    0.006267
repair buffers            455          4459      0.2482
-- cells in the final DEF (no fill, tap or decap), types with 5 or more instances in the layout --
cell type        instances
o22ai_1                 24
dfxtp_1                  9
inv_1                   26
a211oi_1                18
a21oi_1                 37
a31oi_1                 10
mux2_2                  20
nand2_1                 51
clkdlybuf4s50_1        412
a2111oi_0                5
xnor2_1                  7
fa_1                     6
nor2b_1                 18
mux4_2                 344
nand3_1                 11
o221ai_1                15
mux2i_1                114
nor4_1                   5
nand2b_1                11
a22o_1                  13
conb_1                   9
buf_4                   42
diode_2                  9
ha_1                    24
o21ai_0                 20
a22oi_1                 16
and2_1                   7
nor2_1                  28
nor3_1                  12
-- metrics by stage --
stage                     cells  setup WS [ps]
after floorplan            1074          17460
after global placement     2237          16760
after detailed placement   2237          16680
after CTS                  2241          16880
after global routing       2247          16630
final                      2250          16850
-- power by group --
| part | switching [uW] | internal (uW) |
|---|---|---|
| sequential | 10.8 | 27.8 |
| combinational | 253 | 241 |
| clock | 10.6 | 23.2 |
-- worst paths after layout --
path / endpoint / start / depth (start not counted) / slack, ps
hold reg to reg: current_phase[1] / next_phase[1] / 1 / 440
setup reg to reg: command[0] / pos[1] / 16 / 19990
hold / removal: current_phase[1] / next_phase[1] / 1 / 440
setup / recovery: next_phase[2] / mouse_y[2] / 15 / 16850
-- per-layer routing --
layer	vias to the layer above	global-route usage	part of all wire
met5	-	0.003285	0.0020
met2	873	0.3060	0.47
li1	5323	-	-
met4	24	0.03304	0.019
met1	6557	0.2481	0.39
met3	96	0.08969	0.12
-- sequential cells by signal (all words and copies together), names as in the netlist --
register,flops
next_phase,3
pos,8
turn_player,1
current_phase,3
command,1
-- cell families after synthesis --
| logic type | Yosys count | synth area share |
|---|---|---|
| xor gates and xnor gates | 8 | 0.005347 |
| and+or+nand+nor | 165 | 0.06320 |
| DFF | 16 | 0.02597 |
| AOI/OAI and AO/OA | 197 | 0.1044 |
| muxes | 481 | 0.6980 |
| adders and majority gates | 30 | 0.03208 |
| buffers and inverters | 168 | 0.07065 |
| other | 1 | 0.0002861 |
Power figures rest on the tool's default switching activity, not on a simulated workload.
